<file path="/design/flow/design.v">
module Adder(
        input [31:0] a,
        input [31:0] b,
        input Cin,
        output wire [31:0] r,
        output wire cf, of
    );
    wire c32;
    wire [31:0] neg_b = {32{Cin}} ^ b;
    assign {c32, r} = a + neg_b + {31'd0, Cin};
    assign cf = c32 ^ Cin;
    assign of = (a[31] == neg_b[31]) & (a[31] != r[31]);
endmodule
module Alu(
        input [31:0] a,
        input [31:0] b,
        input [3:0] ALUSel,
        output wire less, zero,
        output reg [31:0] r
    );
    wire cin;
    wire cf, of, sf;
    wire [31:0] adder_r;
    Adder adder(
            .a(a),
            .b(b),
            .Cin(cin),
            .r(adder_r),
            .cf(cf),
            .of(of)
        );
    wire lr, al;
    wire [31:0] barrel_r;
    Barrel barrel(
            .din(a),
            .shamt(b[4:0]),
            .lr(lr),
            .al(al),
            .dout(barrel_r)
        );
    assign cin = ALUSel[3] | ALUSel[1];
    assign lr = ~ALUSel[2];
    assign al = ALUSel[3];
    assign sf = adder_r[31];
    assign less = ALUSel[0] ? cf : sf ^ of;
    assign zero = ~|r;
    always @(*) begin
        casez(ALUSel)
            4'b?000: r = adder_r;
            4'b??01: r = barrel_r;
            4'b001?: r = {31'd0, less};
            4'b?100: r = a ^ b;
            4'b?110: r = a | b;
            4'b0111: r = a & b;
            4'b1111: r = b;
            default: r = adder_r;
        endcase
    end
endmodule
module Barrel(
        input [31:0] din,
        input [4:0] shamt,
        input lr,
        input al,
        output reg [31:0] dout
    );
    reg [31:0] sh_data [4:0];
    wire in;
    assign in = al ? din[31] : 1'b0;
    always @(*) begin
        if(lr) begin
            sh_data[0] = shamt[0] ? {din[30:0], 1'd0} : din;
            sh_data[1] = shamt[1] ? {sh_data[0][29:0], 2'd0} : sh_data[0];
            sh_data[2] = shamt[2] ? {sh_data[1][27:0], 4'd0} : sh_data[1];
            sh_data[3] = shamt[3] ? {sh_data[2][23:0], 8'd0} : sh_data[2];
            sh_data[4] = shamt[4] ? {sh_data[3][15:0], 16'd0} : sh_data[3];
        end
        else begin
            sh_data[0] = shamt[0] ? {{1{in}}, din[31:1]} : din;
            sh_data[1] = shamt[1] ? {{2{in}}, sh_data[0][31:2]} : sh_data[0];
            sh_data[2] = shamt[2] ? {{4{in}}, sh_data[1][31:4]} : sh_data[1];
            sh_data[3] = shamt[3] ? {{8{in}}, sh_data[2][31:8]} : sh_data[2];
            sh_data[4] = shamt[4] ? {{16{in}}, sh_data[3][31:16]} : sh_data[3];
        end
        dout = sh_data[4];
    end
endmodule
</file>
<file path="/design/flow/run.sh">
#!/bin/bash
# OpenROAD 26Q1-2900-gdf79404cd8, Yosys 0.63+post, stock flow scripts
make -C /OpenROAD-flow-scripts/flow DESIGN_CONFIG=/design/flow/config.mk WORK_HOME=/design/flow/orfs finish
</file>
<file path="/design/flow/config.mk">
export PLATFORM = sky130hd
export DESIGN_NAME = Alu
export DESIGN_NICKNAME = Alu
export VERILOG_FILES = /design/flow/design.v
export SDC_FILE = /design/flow/constraint.sdc
export NUM_CORES = 4
export LEC_CHECK = 1
export CORE_UTILIZATION = 30
</file>
<file path="/design/flow/constraint.sdc">
current_design Alu

set clk_period 28.0
set clk_io_pct 0.2

create_clock -name clk0 -period $clk_period

set non_clock_inputs [all_inputs -no_clocks]
set_input_delay [expr $clk_period * $clk_io_pct] -clock clk0 $non_clock_inputs
set_output_delay [expr $clk_period * $clk_io_pct] -clock clk0 [all_outputs]
</file>
==> notes.md <==
The pre-antenna-repair detailed-routing pass consisted of 6 iterations. For reference, the final report shows the hold violation count at 0. With the final number of setup-violating endpoints at 0, the layout sequential cell count is 0.

The run finished with clean final reports. The net switching share of the total power is 0.5816, and the estimated wirelength of the detail-placed design is 30180 um. Per the timing report, the biggest fanout along the worst path comes to 33. Gates resized during post-CTS repair numbered 0. The critical path is of the in -> out type. The number of hold buffers added after CTS was 0. The type of the tightest min-delay check was in -> out.

After synthesis, the cell types taking the most area are ha_1, mux4_2, mux2i_1. For the maximum frequency from static timing analysis, the log shows 0.05851 GHz. Leaving out fill and tap cells, the most frequent cell in the layout is nand2_1. For the number of global-route vias before repair, the log shows 8895. The run gives 25.17 um for the average routed wire per standard cell. The placement summary gives the final routability congestion estimate as 1.062. The cell area that synthesis handed to floorplanning was 8413 um^2.

The run gives 17.09 ns for the clock period minus final worst setup slack. With the data required time of the worst path at 22.40 ns, the internal power contribution is 96.53 uW. The core region is 27250 um^2. The run gives 0 for the count of final max-slew check failures. The first global-routing pass estimated 58560 um of wire.

Using the TritonRoute via totals, the vias-per-cell ratio works out to 6.182. After technology mapping, the gate count stands at 1132. In the post-route report, total wirelength is listed as 39090 um.

The number of logged tool warnings was 65; the area of the chip was 28720 um^2. The report lists the number of standard-cell rows as 60. Global route total overflow: 0. With the number of different library cells in the post-synthesis netlist at 81, the global router's overall resource usage is 0.2751. Per the OpenROAD power report, switching power amounts to 134.2 uW. Yosys stat counts 1132 cells in the synthesized netlist. The logs give 1018 for the starting DRC count in detailed routing and 8413 um^2 for the yosys synthesis chip area. The run gives 0 as the antenna violation net count after detailed routing. The run reported a max-capacitance violation count of 0. At the pin with the least slew margin, the transition time is 0.9245 ns. In the layout the commonest cells are nand2_1, clkdlybuf4s50_1, ha_1, nor2_1, inv_1. Detailed routing inserted a total of 9600 vias. The sum of internal, switching and leakage power is 230.7 uW.

The run gives 0.3087 as the initial core utilization. The highest-delay cell along the critical path was a2111oi_0. The startpoint type of the worst setup path was an input pin.

Maximum number of pins on one net before global-route repair: 59. The run gives 0.1127 for the proportion of layout cells with a drive suffix above 1. Number of antenna violations at the first check in global routing: 0. The worst VDD IR drop from the latest analysis is 0.00001522 V.

Final period utilization: 0.6104. With the register area at 0 um^2, the accumulated negative setup slack is 0 ns. The power per cell area works out to 23.78 nW/um^2. The layout has 0 clock buffers. For the final non-filler cell area, the log shows 9702 um^2. During placement, the flow inserted port buffers numbering 102.

The area growth from synthesis to layout was 15.32%. STA classifies the critical path endpoint as an output port. The run gives 169.5 um for the die extent in x.

With the standard cell area after detailed placement at 9699 um^2, the height of the chip is 169.5 um. For this run, design rule violations remaining after detail routing come to 0. Critical path data arrival time: 11.49 ns. For this design the top-level I/O count stands at 102.

Dividing the synthesized area by the synthesized cell count gives 7.432 um^2. Summed over all instances, the cell type with the most area after synthesis is ha_1. Per STA, the worst path is made up of clkdlybuf4s50_1, buf_4, nor2_4, buf_4, xnor2_1, ha_1, a21oi_1, o21ai_0, a2111oi_1, a21oi_1, a31oi_1, xnor2_1, a2111oi_0, and4_1, nand2_1, nor3_2, clkdlybuf4s50_1. Setup repair after global routing left no endpoint under its margin. The worst relative slew slack was 0.3677. The Yosys step of the flow raised 3 warnings.

Looking at the post-CTS report, the setup buffer insertion count equals 0. The largest incremental delay on the critical path came out at 0.86 ns. The top-area cell type share of the netlist area was 0.1428; the sequential element share of the synthesized area was 0. The leakage power in the latest report is 0.003874 uW.
-- cells in the mapped netlist, types with 7 or more instances --
library cell / instances
o21ai_0: 69
and3_1: 10
xnor2_1: 41
buf_1: 15
nand2b_1: 18
clkbuf_1: 53
o2111ai_1: 11
mux2i_1: 47
a31oi_1: 17
nand4_1: 10
nand2_1: 120
o211ai_1: 24
nor2b_1: 12
a22oi_1: 19
or3_1: 7
inv_1: 71
a21oi_1: 71
a221oi_1: 14
a221o_1: 7
mux2_2: 25
ha_1: 96
and2_1: 7
o22ai_1: 12
xor2_1: 8
a21o_1: 16
nor2_1: 85
nor3_1: 18
mux4_2: 45
o21a_1: 8
or2_2: 8
a211oi_1: 14
nand3_1: 26
-- kinds of logic after synthesis --
kind of cell,Yosys count,share of synthesized area
mux,123,0.2286
buf+inv,158,0.08373
xor+xnor,49,0.05101
fa+ha+maj,97,0.1452
compound gates,361,0.2971
simple gates,344,0.1944
-- worst max-delay path, delay by kind of cell --
kind                       cells  cell delay [ns]
AOI/OAI and AO/OA              6             2.81
and+or+nand+nor                4             0.82
buffers and inverters          4             1.58
xor gates and xnor gates       2             0.33
adders and majority gates      1             0.29
-- metal layers --
| metal | wire length [um] | track usage | part of all wire | vias up |
|---|---|---|---|---|
| met5 | 0 | 0.01391 | 0 | - |
| met4 | 1160 | 0.06580 | 0.030 | 0 |
| met3 | 3306 | 0.04868 | 0.085 | 71 |
| met2 | 17560 | 0.4300 | 0.45 | 489 |
| met1 | 17060 | 0.3948 | 0.44 | 4616 |
| li1 | - | - | - | 4424 |
-- worst paths after layout --
check / start / endpoint / slack (ns) / cells past startpoint
worst max-delay path: ALUSel[1] / zero / 10.91 / 17
worst min-delay path: b[1] / r[1] / 12.43 / 4
-- through the flow --
step | worst slack [ns] | util | std cells | hold slack [ns]
3_3_place_gp | 11.06 | 0.3559 | 1552 | 12.41
3_5_place_dp | 11.03 | 0.3559 | 1552 | 12.42
6_report | 10.91 | 0.3560 | 1553 | 12.43
4_1_cts | 11.00 | 0.3559 | 1552 | 12.43
5_1_grt | 10.56 | 0.3559 | 1552 | 12.47
2_1_floorplan | 12.62 | - | 1132 | 11.32
-- cell type report --
class	count	area, um^2
Timing Repair Buffer	132	1231
Tap cell	372	465.4
Fill cell	2896	17550
Multi-Input combinational cell	974	7725
Antenna cell	1	2.502
Inverter	74	277.8
-- power by group through the flow --
stage	Sequential, uW	Clock [uW]	Combinational (uW)
after global routing	0	0	248
after CTS	0	0	226
No activity file was given, so power comes from the tool's default toggle rates.
