File: flow/run.sh
#!/bin/bash
# OpenROAD 26Q1-2900-gdf79404cd8, Yosys 0.63+post, stock flow scripts
make -C /OpenROAD-flow-scripts/flow DESIGN_CONFIG=/design/flow/config.mk WORK_HOME=/design/flow/orfs finish
File: flow/config.mk
export PLATFORM = sky130hd
export DESIGN_NAME = Regfile
export DESIGN_NICKNAME = Regfile
export VERILOG_FILES = /design/flow/design.v
export SDC_FILE = /design/flow/constraint.sdc
export NUM_CORES = 4
export LEC_CHECK = 1
export CORE_UTILIZATION = 50
File: flow/constraint.sdc
current_design Regfile

set clk_period 8.1
set clk_io_pct 0.2

create_clock -name clk0 -period $clk_period [get_ports {clk}]

set non_clock_inputs [all_inputs -no_clocks]
set_input_delay [expr $clk_period * $clk_io_pct] -clock clk0 $non_clock_inputs
set_output_delay [expr $clk_period * $clk_io_pct] -clock clk0 [all_outputs]
File: flow/design.v
module Regfile (
        input rst,
        input clk,
        input [4:0] Ra,
        input [4:0] Rb,
        input [4:0] Rw,
        input [31:0] busW,
        input RegWr,
        output wire [31:0] busA,
        output wire [31:0] busB
    );
    reg [31:0] regs [31:0];
    assign busA = (Ra == 5'd0) ? 32'd0 : regs[Ra];
    assign busB = (Rb == 5'd0) ? 32'd0 : regs[Rb];
    integer i;
    always @(posedge clk or posedge rst) begin
        if(rst) begin
            for(i = 0; i < 32; i = i + 1) begin
                regs[i] <= 32'd0;
            end
        end
        else if(RegWr && Rw != 5'd0)
            regs[Rw] <= busW;
    end
endmodule
==> out/qor.csv <==
stage;metric;value;unit
status;outcome;complete, no violations;
synth;count of library flops with an enable pin;0;
final_layout;area grow syn2layout;14.7;%
worst_setup_path;family with the most delay on the worst path;buffers and inverters;
final_timing;hold_ws;0.511;ns
global_route;initial antenna violation count;21;
synth;ys cells;4649;
final_timing;Fmax;0.138;GHz
final_layout;top flop regs;regs (992);
route;residual DRC count;0;
synth;Logic family by area;multiplexers;
final_layout;Largest register FFs;992;
floorplanning;Site Rows;117;
clocking;Longest Clk Path Bufs;3;
clocking;root buf cell;clkbuf_16;
worst_setup_path;required time of the critical path;6.48;ns
job;# Max-Cap Violations;0;
final_timing;fin. max-slew vios;0;
global_route;GRT overflow;0;
final_timing;RSZ-0062 raised after global routing;no;
synth;AO/OA Area Share;0.110;
floorplanning;I/O Pins;114;
synth;Mapped Area;51700;sq um
clocking;setup bufs post-CTS;0;
final_layout;most flop-heavy register;regs;
worst_setup_path;Buf+Inv Stages, Crit Path;4;
floorplanning;Core Area;102000;sq um
clocking;Num CTS Buffers;109;
power_and_ir_drop;PnR Total Power;14.5;mW
synth;synth top area cells;dfrtp_1, mux2_2, nand3_1, a22oi_1, and3_1;
route;First DRT Iteration DRCs;6619;
final_layout;Non-Filler Instances;6142;
route;vias per cell;7.82;
worst_setup_path;critical path's slowest cell;nor2_4;
worst_setup_path;crit path DAT;5.65;ns
synth;cell with the most instances after synthesis;mux2_2;
worst_setup_path;worst path cell trace;clkdlybuf4s50_1 -> buf_4 -> or2_1 -> nor2_4 -> buf_4 -> a22o_1 -> nor4_1 -> a31oi_1 -> clkdlybuf4s50_1;
final_layout;Final Cell Area;59300;sq um
place;Placer Congestion;1.10;
synth;Synth top area share;0.480;
global_route;vias in the first global route;46220;
synth;Main synth FF type;dfrtp_1;
synth;Yosys top cell by area;dfrtp_1;
synth;Cells after Synth;4649;
power_and_ir_drop;Max VDD drop;207;uV
floorplanning;Initial Utilization;0.506;
global_route;first-pass GRT wire length;378;mm
route;WL/cell;45.0;um
clocking;clk slew on worst S/H paths;0.06;ns
place;Post-Place Cells;5908;
worst_setup_path;crit end category;output port;
floorplanning;full die area;105000;sq um
synth;simple share;0.150;
synth;Synth Warn #;2;
synth;FF+latch count, synth;992;
floorplanning;Horiz. Die Dim;324;um
synth;post-synthesis mux area share;0.218;
route;WL final;276;mm
final_timing;Slew HR;0.102;
final_timing;Final Hold Vio Count;0;
synth;synth unique cells;73;
final_timing;worst-margin pin slew;1.35;ns
final_timing;fin crit share;0.897;
worst_setup_path;critical path startpoint category;input pin;
final_layout;Layout fillers;8512;
final_timing;clk_skew;0;ns
synth;post-synth area from yosys stat;51700;sq um
clocking;Post-CTS Hold Buffers;0;
clocking;CTS tree;built;
synth;post-synthesis xor/xnor area fraction;0;
route;Final ANT Viol Nets;0;
worst_setup_path;crit-path max FO;15;
synth;sequential share of the synthesized area;0.480;
floorplanning;Die Y;324;um
place;DP HPWL;168;mm
route;Vias;48042;
synth;top cells by count;mux2_2, dfrtp_1, nand3_1;
global_route;GR Util All Layers;0.557;
synth;fraction of registers with async set/reset;1.00;
clocking;Resized cells post-CTS;0;
clocking;H-tree depth;3;
worst_setup_path;CP Class;input pin to output port;
final_layout;layout cells sized above 1;0.335;
route;DRT Pass-1 Iters;9;
hold_path;worst hold path class;flop to flop;
clocking;clk latency late pin;0.73;ns
synth;adder-cell share of the synthesized area;0;
final_layout;Finished Core Util;0.580;
place;PortBufs;113;
power_and_ir_drop;Leak;25.7;nW
final_timing;Final min period;7.27;ns
synth;Syn Area/Cell;11.1;sq um
job;Log Warnings;42;
worst_setup_path;max incr delay on CP;1.02;ns
place;Area after DPL;55300;sq um
final_timing;Setup-failing EPs final;0;
global_route;largest net degree at the start of global routing;112;
clocking;Sink Count;992;
power_and_ir_drop;power per cell area;244;nW/um^2
power by group:
part           internal, mW  switching (mW)  leakage [nW]
Clock                  3.24            2.21          1.90
Sequential             5.92           0.952          12.7
Combinational          1.07            1.08          11.1
cells by family after synthesis:
group                  after synthesis
multiplexers                      1000
AND-OR/OR-AND                      749
buffers and inverters              524
flip-flops                         992
AND/OR/NAND/NOR                   1384
metal layers:
metal  vias to the layer above  global-route usage  share of wire
li1                      17892                   -              -
met1                     23825               0.688           0.34
met2                      4582               0.706           0.38
met3                      1709               0.356           0.18
met4                        34               0.394           0.10
met5                         -              0.0449         0.0027
cell usage in the layout (no fill, tap or decap), types with 23 or more instances in the layout:
| master | n |
|---|---|
| a2111oi_0 | 67 |
| a21oi_1 | 77 |
| a222oi_1 | 33 |
| a22o_1 | 45 |
| a22oi_1 | 356 |
| a31oi_1 | 56 |
| and3_1 | 229 |
| and4_1 | 49 |
| buf_4 | 262 |
| clkbuf_16 | 113 |
| clkdlybuf4s50_1 | 105 |
| dfrtp_1 | 992 |
| diode_2 | 29 |
| mux2_2 | 993 |
| nand2_1 | 72 |
| nand3_1 | 596 |
| nand4_1 | 184 |
| nor2_1 | 23 |
| nor2_4 | 29 |
| nor4_1 | 38 |
cell type report:
class / count / area (sq um) / area share
flip-flops and latches: 992 / 24800 / 0.419
clock inverters: 53 / 734 / 0.0124
multi-input cells: 3133 / 25200 / 0.425
clock buffers: 152 / 3160 / 0.0534
repair buffers: 395 / 3490 / 0.0588
inverters: 20 / 78.8 / 0.00133
diodes: 29 / 72.6 / 0.00122
well taps: 1368 / 1710 / 0.0289
final timing paths:
check | startpoint | to | slack (ns) | depth (start not counted)
min | regs[5][11] | regs[5][11] | 0.51 | 1
max reg2reg | regs[23][29] | regs[23][29] | 7.18 | 1
min reg2reg | regs[5][11] | regs[5][11] | 0.51 | 1
min in group asynchronous | rst | regs[6][10] | 1.25 | 2
max | Ra[1] | busA[31] | 0.83 | 9
max in group asynchronous | rst | regs[21][23] | 4.82 | 5
through the flow:
step                setup TNS (ns)  worst slack, ns
finish                           0            0.834
global route                     0            0.825
CTS                              0             1.16
detailed placement               0             1.17
global placement                 0             1.16
floorplan                 -7128.84            -7.19
Power is estimated from default activity; no workload was simulated.
