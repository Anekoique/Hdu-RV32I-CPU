==> /design/flow/design.v <==
module Dnpc (
        input rst,
        input [31:0] pc,
        input [31:0] reg_data,
        input [31:0] imm,
        input [2:0] PCSel,
        input BJump,
        output reg [31:0] dnpc
    );
    parameter PCSel_jal   = 3'b011;
    parameter PCSel_jalr  = 3'b110;
    parameter PCSel_snpc  = 3'b111;
    wire [31:0] dnpc_branch;
    wire [31:0] dnpc_jalr;
    assign dnpc_branch = BJump ? pc + imm : pc + 4;
    assign dnpc_jalr = reg_data + imm;
    always @(*) begin
        if (rst)                        dnpc = 32'h00000000;
        else if (PCSel == PCSel_jal)    dnpc = pc + imm;
        else if (PCSel == PCSel_jalr)   dnpc = dnpc_jalr;
        else if (PCSel == PCSel_snpc)   dnpc = pc + 4;
        else                            dnpc = dnpc_branch;
    end
endmodule
==> /design/flow/run.sh <==
#!/bin/bash
# OpenROAD 26Q1-2900-gdf79404cd8, Yosys 0.63+post, stock flow scripts
make -C /OpenROAD-flow-scripts/flow DESIGN_CONFIG=/design/flow/config.mk WORK_HOME=/design/flow/orfs finish
==> /design/flow/config.mk <==
export PLATFORM = sky130hd
export DESIGN_NAME = Dnpc
export DESIGN_NICKNAME = Dnpc
export VERILOG_FILES = /design/flow/design.v
export SDC_FILE = /design/flow/constraint.sdc
export NUM_CORES = 4
export LEC_CHECK = 1
export CORE_UTILIZATION = 30
==> /design/flow/constraint.sdc <==
current_design Dnpc

set clk_period 24.2
set clk_io_pct 0.2

create_clock -name clk0 -period $clk_period

set non_clock_inputs [all_inputs -no_clocks]
set_input_delay [expr $clk_period * $clk_io_pct] -clock clk0 $non_clock_inputs
set_output_delay [expr $clk_period * $clk_io_pct] -clock clk0 [all_outputs]
==> flow_summary.json <==
{
  "status": "complete, no violations",
  "syn2layout_area_growth_pct": 32.3,
  "cpMostUsedCell": "clkdlybuf4s50_1",
  "place_congestion": 0.942,
  "core_sq_um": 15300,
  "firstDrtPassIters": 6,
  "synth.avg_cell_area_sq_um": 6.65,
  "grt_max_degree": 40,
  "io_pins": 133,
  "die_w_um": 127,
  "fillCellCount": 1594,
  "tns_ps": 0,
  "hold_viol_final": 0,
  "seq_cells": 0,
  "synth_cells": 710,
  "path_max_fanout": 4,
  "slowest_stage": "a2111oi_0",
  "dieHeight_um": 127,
  "drtAntennaViolNets": 0,
  "synth_cell_types": 64,
  "worstMarginPinSlew_ps": 935,
  "slew_violations": 0,
  "crit_chain": "clkdlybuf4s50_1, ha_1, fa_1, a21oi_1, o22ai_1, o21ai_0, o21ai_1, a21boi_0, xnor2_1, o32ai_1, a2111oi_0, clkdlybuf4s50_1",
  "warning_count": 32,
  "cts_setup_buffers": 0,
  "fin_total_pwr_uw": 156,
  "grt_pass1_vias": 5600,
  "period_minus_slack_ps": 13920,
  "hpwlAfterDp_um": 15200,
  "top_cell_area_share": 0.167,
  "post_cts_resized": 0,
  "period_used_share": 0.575,
  "fin_cells": 1030,
  "worstPathRequired_ps": 19360,
  "seq_area_frac_synth": 0,
  "drc": 0,
  "worst_slack_ps": 10280,
  "power.density_nw_per_um2": 25.0,
  "drt_wl_total_um": 18600,
  "via_count": 5889,
  "relSlewSlack": 0.377,
  "clock_buffers": 0,
  "drt_iter0_markers": 512,
  "top_cell": "a21oi_1",
  "antenna_found_initial": 0,
  "hold_path_class": "primary input to output pin",
  "dp.cells": 1030,
  "setup_viol": 0,
  "ys_warn_count": 1,
  "synthTopCellsByCount": "a21oi_1 (89), ha_1 (63), nand2_1 (59)",
  "avgRoutedWirePerCell_um": 18.1,
  "vdd_drop_max_v": 0.0000107,
  "yosys_cells": 710,
  "avgViaCountPerCell": 5.72,
  "grt_pass1_wl_um": 29800,
  "preCtsSetupSlack_ps": 10480,
  "rsz0062_at_grt": "false",
  "cts_hold_buf": 0,
  "p_leak_nw": 2.39,
  "ys_area_sq_um": 4720,
  "num_antenna_cells": 0,
  "drive_gt1_frac": 0.0305,
  "critPathMaxStageDelay_ps": 830,
  "crit_path_end_kind": "output pin",
  "io_buffers": 133,
  "crit_path_start_kind": "primary input",
  "globalRouteTotalUtil": 0.233,
  "timing.fmax_ghz": 0.0718,
  "dieArea_sq_um": 16200,
  "synth.cell_area_sq_um": 4720,
  "grt_overflow": 0,
  "maxCapViolCount": 0,
  "cp.arrival_ps": 9080,
  "post-route-util": 0.409,
  "core_util_floorplan": 0.309,
  "regArea_sq_um": 0,
  "rows": 45,
  "crit_type": "primary input to output pin",
  "synth_area_leader_cell": "ha_1",
  "synth.area.top_cells": "ha_1 (17%), a21oi_1 (9.4%), xnor2_1 (6.9%), xor2_1 (6.9%), o21ai_0 (5.1%)"
}
-- where the power goes --
group          internal, mW  switching [mW]  total, mW
Clock                     0               0          0
Combinational        0.0732          0.0830      0.156
Sequential                0               0          0
-- worst paths after layout --
path         start  endpoint  cells past startpoint  slack [ps]
max         imm[0]  dnpc[20]                     12       10280
min   reg_data[31]  dnpc[31]                      5       10860
-- metrics by stage --
stage | hold slack, ps | area [sq um]
global route | 10920 | 6250
CTS | 10870 | 6250
floorplan | 9790 | 4720
finish | 10860 | 6250
global placement | 10860 | 6250
detailed placement | 10860 | 6250
-- layer usage --
layer  share of wire  vias up  track usage  routed length, um
li1                -     2934            -                  -
met1            0.46     2688        0.343               8550
met2            0.45      249        0.379               8330
met3           0.080       18       0.0235               1490
met4           0.012        0       0.0273                223
met5               0        -            0                  0
-- placed cells by master (no fill, tap or decap), types with 14 or more instances in the layout --
cell	instances
nand2_1	59
clkdlybuf4s50_1	133
nand3_1	32
and3_1	16
nand4_1	16
inv_1	18
a21oi_1	89
a21o_1	14
xor2_1	37
o21ai_0	48
ha_1	63
nor2_1	54
a22oi_1	14
xnor2_1	37
nor3_1	17
-- worst max-delay path: cells and delay by family --
family / cells / cell delay, ps
AOI/OAI and AO/OA: 7 / 2340
xor gates and xnor gates: 1 / 210
adders and majority gates: 2 / 650
buffers and inverters: 2 / 1030
-- layout make-up --
| cell class | count | area [sq um] | share of cell area |
|---|---|---|---|
| Timing Repair Buffer | 141 | 1390 | 0.223 |
| Inverter | 18 | 67.6 | 0.0108 |
| Multi-Input combinational cell | 660 | 4520 | 0.724 |
| Tap cell | 211 | 264 | 0.0423 |
-- cells by family (layout without fill, tap and decap cells) --
logic type / after synthesis / count (layout) / share of synthesized area
mux: 6 / 6 / 0.0135
fa+ha+maj: 65 / 65 / 0.175
simple gates: 245 / 245 / 0.265
buf+inv: 50 / 159 / 0.0421
compound gates: 270 / 270 / 0.367
xor+xnor: 74 / 74 / 0.137
Power figures rest on the tool's default switching activity, not on a simulated workload.
